===== flow/run.sh =====
#!/bin/bash
# OpenROAD 26Q1-2900-gdf79404cd8, Yosys 0.63+post, stock flow scripts
make -C /OpenROAD-flow-scripts/flow DESIGN_CONFIG=/design/flow/config.mk WORK_HOME=/design/flow/orfs finish

===== flow/config.mk =====
export PLATFORM = sky130hd
export DESIGN_NAME = uart_top
export DESIGN_NICKNAME = uart_top
export VERILOG_FILES = /design/flow/design.v
export SDC_FILE = /design/flow/constraint.sdc
export NUM_CORES = 4
export LEC_CHECK = 1
export CORE_UTILIZATION = 30

===== flow/constraint.sdc =====
current_design uart_top

set clk_period 5.1
set clk_io_pct 0.2

create_clock -name clk0 -period $clk_period [get_ports {clk}]

set non_clock_inputs [all_inputs -no_clocks]
set_input_delay [expr $clk_period * $clk_io_pct] -clock clk0 $non_clock_inputs
set_output_delay [expr $clk_period * $clk_io_pct] -clock clk0 [all_outputs]

===== flow/design.v =====
module uart_rx #(
    parameter CLOCKS_PER_PULSE = 4,
    parameter BITS_PER_WORD    = 8,
    parameter W_OUT           = 24,
    parameter NUM_WORDS     = (W_OUT + BITS_PER_WORD - 1) / BITS_PER_WORD,
    parameter SAMPLE_POINT  = CLOCKS_PER_PULSE/2
)(
    input  wire clk,
    input  wire rstn,
    input  wire rx,
    output reg  m_valid,
    output reg  [W_OUT-1:0] m_data
);
    localparam [2:0]
        IDLE       = 3'b000,
        START      = 3'b001,
        DATA       = 3'b010,
        STOP       = 3'b011,
        ACCUMULATE = 3'b100;
    reg [2:0] state;
    reg [$clog2(CLOCKS_PER_PULSE)-1:0] clock_counter;
    reg [$clog2(BITS_PER_WORD)-1:0] bit_counter;
    reg [$clog2(NUM_WORDS)-1:0] word_counter;
    reg [BITS_PER_WORD-1:0] shift_reg;
    reg [W_OUT-1:0] data_accumulator;
    reg rx_meta, rx_sync;
    always @(posedge clk) begin
        rx_meta <= rx;
        rx_sync <= rx_meta;
    end
    function [W_OUT-1:0] update_accumulator;
        input [W_OUT-1:0] accum;
        input [BITS_PER_WORD-1:0] new_byte;
        input integer byte_pos;
        reg [W_OUT-1:0] temp;
        begin
            temp = accum;
            temp = temp & ~({BITS_PER_WORD{1'b1}} << (byte_pos * BITS_PER_WORD));
            temp = temp | (new_byte << (byte_pos * BITS_PER_WORD));
            update_accumulator = temp;
        end
    endfunction
    always @(posedge clk or negedge rstn) begin
        if (!rstn) begin
            state <= IDLE;
            clock_counter <= 0;
            bit_counter <= 0;
            word_counter <= 0;
            shift_reg <= 0;
            data_accumulator <= 0;
            m_valid <= 1'b0;
            m_data <= 0;
        end else begin
            m_valid <= 1'b0;
            case (state)
                IDLE: begin
                    if (!rx_sync) begin
                        state <= START;
                        clock_counter <= 0;
                        if (word_counter == 0)
                            data_accumulator <= 0;
                    end
                end
                START: begin
                    if (clock_counter == SAMPLE_POINT) begin
                        if (!rx_sync) begin
                            state <= DATA;
                            clock_counter <= 0;
                            bit_counter <= 0;
                        end else
                            state <= IDLE;
                    end else
                        clock_counter <= clock_counter + 1;
                end
                DATA: begin
                    if (clock_counter == SAMPLE_POINT) begin
                        shift_reg <= {rx_sync, shift_reg[BITS_PER_WORD-1:1]};
                        bit_counter <= bit_counter + 1;
                        if (bit_counter == BITS_PER_WORD-1)
                            state <= STOP;
                    end
                    if (clock_counter == CLOCKS_PER_PULSE-1)
                        clock_counter <= 0;
                    else
                        clock_counter <= clock_counter + 1;
                end
                STOP: begin
                    if (clock_counter == SAMPLE_POINT) begin
                        if (rx_sync) begin
                            state <= ACCUMULATE;
                            clock_counter <= 0;
                        end else
                            state <= IDLE;   
                    end else
                        clock_counter <= clock_counter + 1;
                end
                ACCUMULATE: begin
                    data_accumulator <= update_accumulator(data_accumulator, shift_reg, word_counter);
                    word_counter <= word_counter + 1;
                    if (word_counter == NUM_WORDS-1) begin
                        state <= IDLE;
                        word_counter <= 0;
                        m_valid <= 1'b1;
                        m_data <= update_accumulator(data_accumulator, shift_reg, NUM_WORDS-1);
                    end else
                        state <= IDLE;
                end
                default: state <= IDLE;
            endcase
        end
    end
endmodule
module uart_top #(
    parameter CLOCK_FREQ       = 100_000_000,   
    parameter BAUD_RATE       = 115_200,        
    parameter BITS_PER_WORD   = 8,              
    parameter W_OUT           = 24,             
    parameter STOP_BITS       = 1,              
    parameter CLOCKS_PER_PULSE = CLOCK_FREQ / BAUD_RATE,
    localparam NUM_WORDS      = (W_OUT + BITS_PER_WORD - 1) / BITS_PER_WORD
)(
    input  logic clk,               
    input  logic rstn,              
    input  logic tx_valid,          
    input  logic [W_OUT-1:0] tx_data,     
    output logic tx_ready,          
    output logic rx_valid,          
    output logic [W_OUT-1:0] rx_data,     
    input  logic rx,               
    output logic tx                
);
    uart_tx #(
        .CLOCKS_PER_PULSE(CLOCKS_PER_PULSE),
        .BITS_PER_WORD(BITS_PER_WORD),
        .W_OUT(W_OUT),
        .STOP_BITS(STOP_BITS)
    ) uart_tx_inst (
        .clk(clk),
        .rstn(rstn),
        .s_valid(tx_valid),
        .s_data(tx_data),
        .s_ready(tx_ready),
        .tx(tx)
    );
    uart_rx #(
        .CLOCKS_PER_PULSE(CLOCKS_PER_PULSE),
        .BITS_PER_WORD(BITS_PER_WORD),
        .W_OUT(W_OUT)
    ) uart_rx_inst (
        .clk(clk),
        .rstn(rstn),
        .rx(rx),
        .m_valid(rx_valid),
        .m_data(rx_data)
    );
endmodule
module uart_tx #(
    parameter CLOCKS_PER_PULSE = 4,
    parameter BITS_PER_WORD    = 8,
    parameter W_OUT           = 24,
    parameter STOP_BITS       = 1,
    parameter NUM_WORDS   = (W_OUT + BITS_PER_WORD - 1) / BITS_PER_WORD,
    parameter TOTAL_BITS  = BITS_PER_WORD + 1 + STOP_BITS
)(
    input  wire clk,    
    input  wire rstn,   
    input  wire s_valid,
    input  wire [W_OUT-1:0] s_data,
    output reg  s_ready,
    output reg  tx
);
    localparam [2:0] 
        IDLE  = 3'b000,
        LOAD  = 3'b001,
        START = 3'b010,
        DATA  = 3'b011,
        STOP  = 3'b100,
        WAIT  = 3'b101;
    reg [2:0] state;
    reg [$clog2(CLOCKS_PER_PULSE)-1:0] clock_counter;
    reg [$clog2(BITS_PER_WORD)-1:0] bit_counter;
    reg [$clog2(NUM_WORDS)-1:0] word_counter;
    reg [W_OUT-1:0] tx_data;
    reg [BITS_PER_WORD-1:0] current_byte;
    function [BITS_PER_WORD-1:0] extract_byte;
        input [W_OUT-1:0] data;
        input integer byte_num;
        begin
            extract_byte = (data >> (byte_num * BITS_PER_WORD)) & {BITS_PER_WORD{1'b1}};
        end
    endfunction
    always @(posedge clk or negedge rstn) begin
        if (!rstn) begin
            state <= IDLE;
            clock_counter <= 0;
            bit_counter <= 0;
            word_counter <= 0;
            tx_data <= 0;
            current_byte <= 0;
            tx <= 1'b1;
            s_ready <= 1'b1;
        end else begin
            case (state)
                IDLE: begin
                    tx <= 1'b1;
                    s_ready <= 1'b1;
                    if (s_valid) begin
                        state <= LOAD;
                        tx_data <= s_data;
                        word_counter <= 0;
                        s_ready <= 1'b0;
                    end
                end
                LOAD: begin
                    current_byte <= extract_byte(tx_data, word_counter);
                    state <= START;
                    clock_counter <= 0;
                end
                START: begin
                    tx <= 1'b0;
                    if (clock_counter == CLOCKS_PER_PULSE - 1) begin
                        state <= DATA;
                        clock_counter <= 0;
                        bit_counter <= 0;
                    end else begin
                        clock_counter <= clock_counter + 1;
                    end
                end
                DATA: begin
                    tx <= current_byte[bit_counter];
                    if (clock_counter == CLOCKS_PER_PULSE - 1) begin
                        clock_counter <= 0;
                        if (bit_counter == BITS_PER_WORD - 1) begin
                            state <= STOP;
                        end else begin
                            bit_counter <= bit_counter + 1;
                        end
                    end else begin
                        clock_counter <= clock_counter + 1;
                    end
                end
                STOP: begin
                    tx <= 1'b1;
                    if (clock_counter == CLOCKS_PER_PULSE - 1) begin
                        clock_counter <= 0;
                        if (word_counter == NUM_WORDS - 1) begin
                            state <= WAIT;
                        end else begin
                            word_counter <= word_counter + 1;
                            state <= LOAD;
                        end
                    end else begin
                        clock_counter <= clock_counter + 1;
                    end
                end
                WAIT: begin
                    tx <= 1'b1;
                    if (clock_counter == CLOCKS_PER_PULSE - 1) begin
                        state <= IDLE;
                        s_ready <= 1'b1;
                    end else begin
                        clock_counter <= clock_counter + 1;
                    end
                end
                default: state <= IDLE;
            endcase
        end
    end
endmodule

==> CHANGELOG.md <==
### Changed

* Net Switching at between 400 and 500 uW
* DP HPWL at approximately 7700 um
* Clk buf depth at 2
* Main flop type: dfrtp_1
* Layout cells sized above 1 at between 10% and 20%
* GPL Wtd Cong at a little over 0.8
* Min-delay src: uart_rx_inst.rx_meta
* Area Overhead vs Synth at 24.3%
* Core footprint at about 0.018 mm^2
* Drt first pass iters at 4
* First-pass GRT wire length at ~20,000 um
* Reg clk slew, reported paths at 0.05 ns
* Routed WL at between 10,000 and 15,000 um
* R2r setup slk at just under 3 ns
* Status: finished, final reports clean
* Max Clk Rate at a little over 400 MHz
* Final hold vios at 0
* Yosys cell count at 541
* Critical Path Slowest Stage Cell: dfstp_2
* GRT overflow at 0
* Total track usage at ~13%
* Worst path arrival time at 1.44 ns
* Ys flops at 126
* Share of power burned in registers at between 40% and 50%
* # Post-CTS Setup Buffers at 0
* Setup slack after layout at 2.64 ns
* Reg2reg path depth at 6
* Asr flop ratio synth at between 90% and 100%
* Worst R2R Start: uart_tx_inst.clock_counter[0]
* Clock share of power at between 50 and 60%
* Tool warnings at 26
* Initial antenna violation count at 0
* Tcrit/Tclk final at 48.2%
* H-tree depth at 4
* 1st-iter DRT viols at about 230
* Fin crit period at between 2 and 2.5 ns
* Total negative setup slack at 0 ns
* Total leakage power at roughly 0.0034 uW
* Total number of vias at about 4,000
* CP bufs+invs at 1
* Die Y at about 140 um
* Largest net degree at the start of global routing at 57
* Max_slew headroom at between 50% and 60%
* Clk root buf: clkbuf_16
* Syn. warnings at 2
* Required time of the critical path at 4.08 ns
* Area reported by Yosys stat at around 0.0057 mm^2
* Routed WL per cell at 13.8 um
* Crit path max-delay family: flip-flops
* Worst Tran Pin Value at about 0.68 ns
* Count of final setup violators at 0
* HP Class: reg -> reg
* Number of global-route vias before repair at 4,039
* Syn avg cell area at between 10 and 15 um^2
* Hold Path End: uart_rx_inst.rx_sync
* DRC viols at 0
* Post-route ant nets at 0
* Die area at between 0.015 and 0.02 mm^2
* Top cells excl fill/tap: dfrtp_1 (120), nand2_1 (105), clkdlybuf4s50_1 (53)
* Worst slack, placed at 2.68 ns
* Pwr/cell area at 326 mW/mm^2
* VDD IR max at between 0.2 and 0.25 mV
* Diode count at 0
* Max-slew violations at 0
* Largest regs: uart_rx_inst.m_data: 24 flops, uart_tx_inst.tx_data: 24 flops, uart_rx_inst.data_accumulator: 16 flops
* CP endpoint kind: output port
* Clock latency (worst-skew pair) at a little over 0.4 ns
* # rows at 49
* Layout fillers at roughly 1,700
* Via density at 4.88
* Io pins at ~55
* Crit-path cells: clkdlybuf4s50_1
* Kind of critical path: reg -> out
* CTS tree: yes
* Multi-input logic area at about 0.0024 mm^2
* Logic pwr share at around 1.8%
* Register share after synthesis at 55.5%
* CP Launch Type: flop
* I/O Buffers at 54
* CP max FO at 3
* CTS sink count at 126
* Cell Type Count at about 62
* Mapped Cells at between 500 and 600
* Flip-flops with a built-in enable at 0
* Max incr delay on CP at 0.53 ns
* Max-capacitance violation count at 0
* Flop area at between 0.003 and 0.004 mm^2
* Setup repair after global routing missed its margin: false
* Clock Skew at 0.00779 ns
* Int Pwr at roughly 1800 uW
* Die width at 140 um
* Mapped cell area at ~0.0057 mm^2
* Hold_buf cts at 0
* Post-CTS Resized at 0
* Hold Crit Depth at 0
* Commonest Layout Cell: dfrtp_1
* FP Util at between 30% and 40%
* RR Endpoint: uart_tx_inst.clock_counter[7]
* Total CTS buffers at 17
* Switch share at between 20% and 30%
-- cells by family (layout without fill, tap and decap cells) --
logic type      count (synthesis)  count (layout)  synth area share, %
compound gates                 80              80                 8.67
buf+inv                        40             107                 2.87
xor+xnor                        8               8                 1.23
mux                            66              66                 12.8
flops                         126             126                 55.5
simple gates                  213             213                 17.2
fa+ha+maj                       8               8                 1.76
-- how the worst max path moves through the flow --
stage	cells past startpoint	start	slack (ns)	end
CTS	1	uart_tx_inst.s_ready	2.59	tx_ready
finish	1	uart_tx_inst.s_ready	2.64	tx_ready
global route	1	uart_tx_inst.s_ready	2.59	tx_ready
-- cell type report --
class / instances / area share [%]
tap: 229 / 4.06
clock buffer: 19 / 6.14
multi-input combinational: 375 / 33.5
timing repair buffer: 59 / 8.16
inverter: 16 / 0.851
sequential: 126 / 44.6
clock inverter: 13 / 2.66
-- per-stage QoR --
stage                     area, um^2  hold slack [ns]  power [uW]  std cells  utilization, %
final                           7050            0.328        2300        837            38.6
after detailed placement        6430            0.317        1060        805            35.2
after global routing            7050            0.332        2380        837            38.6
after floorplan                 5670            0.310        1020        541               -
after global placement          6430            0.315        1060        805            35.2
after CTS                       7050            0.330        2340        837            38.6
-- routing by layer --
layer	vias to the layer above	GRT usage (%)	routed length, um
li1	1992	-	-
met5	-	0	0
met2	86	20.3	5410
met4	0	1.62	97
met1	2000	19.4	5580
met3	7	2.73	479
-- synthesized netlist by cell type (3+ instances only) --
| library cell | instances | area [um^2] |
|---|---|---|
| and3_1 | 4 | 25.0 |
| a21oi_1 | 26 | 130 |
| nand3_1 | 13 | 65.1 |
| a21o_1 | 4 | 30.0 |
| xor2_1 | 4 | 35.0 |
| o21ai_0 | 28 | 140 |
| nor4_1 | 3 | 18.8 |
| nor3b_1 | 3 | 22.5 |
| and3_2 | 3 | 22.5 |
| nand2_1 | 105 | 394 |
| nand2b_1 | 3 | 18.8 |
| xnor2_1 | 4 | 35.0 |
| inv_1 | 15 | 56.3 |
| nand4_1 | 3 | 18.8 |
| clkbuf_1 | 17 | 63.8 |
| dfstp_2 | 4 | 105 |
| mux2_2 | 32 | 360 |
| buf_2 | 3 | 15.0 |
| ha_1 | 8 | 100 |
| mux2i_1 | 32 | 320 |
| nor2_1 | 51 | 191 |
| dfrtp_1 | 120 | 3000 |
| nor3_1 | 5 | 25.0 |
-- power by group through the flow --
stage | sequential (uW) | clock, uW | combinational [uW]
after CTS | 1000 | 1290 | 43.8
after global routing | 1000 | 1330 | 46.8
final | 1000 | 1260 | 41.1
Power figures rest on the tool's default switching activity, not on a simulated workload.
